==> flow/design.v <==
module ALU #(
    parameter ADD = 4'b0001,
    parameter OR = 4'b0010,
    parameter XOR = 4'b0100,
    parameter NOT = 4'b1000
) (
    input wire [3:0] A, B, op,
    output reg [3:0] result
);
    always @(A, B, op) begin
        case (op)
            ADD: result = A + B;
            OR:  result = A | B;
            XOR: result = A ^ B;
            NOT: result = ~A;
            default: result = A;
        endcase
    end
endmodule
module Buffer(inout [3:0] io, input [3:0] write, input en);
    assign io = en ? write : 4'bZZZZ;
endmodule
module FSM #(
    parameter S0 = 4'd0,
    parameter S1 = 4'd1,
    parameter S2 = 4'd2,
    parameter S3 = 4'd3,
    parameter S4 = 4'd4,
    parameter S5 = 4'd5,
    parameter S6 = 4'd6,
    parameter S7 = 4'd7,
    parameter S8 = 4'd8,
    parameter S9 = 4'd9
) (
    input wire clk, reset,
    output reg [3:0] state,
    output reg [3:0] next_state
);
always @(state) begin
    case(state)
        S0: next_state = S1;
        S1: next_state = S2;
        S2: next_state = S3;
        S3: next_state = S4;
        S4: next_state = S5;
        S5: next_state = S6;
        S6: next_state = S7;
        S7: next_state = S8;
        S8: next_state = S9;
        S9: next_state = S9;
        default: next_state = S0;
    endcase
end
always @(negedge clk, negedge reset) begin
    if(!reset) state <= S0;
    else state <= next_state;
end
endmodule
module Registers (
    input wire [3:0] R1, R2, R3,
    input wire [2:0] en,
    input wire reset,
    output reg [3:0] R1out, R2out, R3out
);
    always @(posedge en[0], negedge reset) begin
        if(!reset) R1out = 4'd0;
        else R1out = R1;
    end
    always @(posedge en[1], negedge reset) begin
        if(!reset) R2out = 4'd0;
        else R2out = R2;
    end
    always @(posedge en[2], negedge reset) begin
        if(!reset) R3out = 4'd0;
        else R3out = R3;
    end
endmodule
module SevenSeg(input wire [3:0] hex_input, output reg [6:0] seven_seg);
always @(hex_input)
 begin
  case (hex_input)
   4'h0 : begin seven_seg = ~7'b0111111; end
   4'h1 : begin seven_seg = ~7'b0110000; end
   4'h2 : begin seven_seg = ~7'b1011011; end
   4'h3 : begin seven_seg = ~7'b1001111; end
   4'h4 : begin seven_seg = ~7'b1100110; end
   4'h5 : begin seven_seg = ~7'b1101101; end
   4'h6 : begin seven_seg = ~7'b1111101; end
   4'h7 : begin seven_seg = ~7'b0000111; end
   4'h8 : begin seven_seg = ~7'b1111111; end
   4'h9 : begin seven_seg = ~7'b1100111; end
   4'ha : begin seven_seg = ~7'b0110111; end
   4'hb : begin seven_seg = ~7'b1111100; end
   4'hc : begin seven_seg = ~7'b0111001; end
   4'hd : begin seven_seg = ~7'b1011110; end
   4'he : begin seven_seg = ~7'b1111001; end
   4'hf : begin seven_seg = ~7'b1110001; end
   default : begin seven_seg = ~7'b0000000; end
  endcase
 end
endmodule
module StateDecoder (
    input wire [3:0] state,
    input wire [3:0] next_state,
    output reg [5:0] enable_signals,  
    output reg [3:0] alu_op
);
    always @(next_state) begin
        case (next_state)
            4'd0: alu_op = 4'bXXXX;
            4'd1: alu_op = 4'bXXXX;
            4'd2: alu_op = 4'bXXXX;
            4'd3: alu_op = 4'b0001;
            4'd4: alu_op = 4'b0001;
            4'd5: alu_op = 4'b0010;
            4'd6: alu_op = 4'b0010;
            4'd7: alu_op = 4'b1000;
            4'd8: alu_op = 4'b1000;
            4'd9: alu_op = 4'b0100;
            default: alu_op = 4'bXXXX;
        endcase
    end
    always @(state) begin
        case(state)
            4'd0: enable_signals = 6'd0;
            4'd1: enable_signals = 6'b001001; 
            4'd2: enable_signals = 6'b010010;
            4'd3: enable_signals = 6'b100000;
            4'd4: enable_signals = 6'b010100;
            4'd5: enable_signals = 6'b100000;
            4'd6: enable_signals = 6'b001100;
            4'd7: enable_signals = 6'b100000;
            4'd8: enable_signals = 6'b001100;
            4'd9: enable_signals = 6'b100000;
            default: enable_signals = 6'd0;
        endcase
    end
endmodule
module Top (
    input wire [3:0] external,  
    input wire reset, clk, logictapclk,
    output wire [6:0] sevseg,
    output wire [6:0] sevseg2
);
    wire [3:0] state, next_state;
    wire [5:0] enable_signals;
    wire [3:0] R1out, R2out, R3out, alu_op, R3, databus;
    FSM fsm(.clk(clk), .reset(reset), .state(state), .next_state(next_state));
    StateDecoder sd(.state(state), .next_state(next_state), .enable_signals(enable_signals), .alu_op(alu_op));
    ALU alu(.A(R1out), .B(R2out), .op(alu_op), .result(R3));
    Registers registers(.R1(databus), .R2(databus), .R3(R3), .en(enable_signals[5:3]), .reset(reset), .R1out(R1out), .R2out(R2out), .R3out(R3out));
    Buffer out_buf(.write(R3out), .en(enable_signals[2]), .io(databus));
    Buffer imm_buf(.write(4'b0011), .en(enable_signals[1]), .io(databus));
    Buffer extern_buf(.write(external), .en(enable_signals[0]), .io(databus));
    SevenSeg ss(.hex_input(R3out), .seven_seg(sevseg));
    SevenSeg ss2(.hex_input(state), .seven_seg(sevseg2));
endmodule
==> flow/run.sh <==
#!/bin/bash
# OpenROAD 26Q1-2900-gdf79404cd8, Yosys 0.63+post, stock flow scripts
make -C /OpenROAD-flow-scripts/flow DESIGN_CONFIG=/design/flow/config.mk WORK_HOME=/design/flow/orfs finish
==> flow/config.mk <==
export PLATFORM = sky130hd
export DESIGN_NAME = Top
export DESIGN_NICKNAME = Top
export VERILOG_FILES = /design/flow/design.v
export SDC_FILE = /design/flow/constraint.sdc
export NUM_CORES = 4
export LEC_CHECK = 1
export CORE_AREA = 10 10 70 70
export DIE_AREA = 0 0 80 80
==> flow/constraint.sdc <==
current_design Top

set clk_period 2.2
set clk_io_pct 0.2

create_clock -name clk0 -period $clk_period [get_ports {clk}]

set non_clock_inputs [all_inputs -no_clocks]
set_input_delay [expr $clk_period * $clk_io_pct] -clock clk0 $non_clock_inputs
set_output_delay [expr $clk_period * $clk_io_pct] -clock clk0 [all_outputs]
==> summary.txt <==
Status: did not finish
Exit stage: synthesis
Err: ERROR: Found 4 problems in 'check -assert'.
Yosys warns: 6
Ys cells: 56
Synthesis area per yosys: 471.7 um^2
Register share after synthesis: 21.22%
#FFs+latches synth: 4
Post-synthesis cell type count: 20
-- kinds of logic after synthesis --
group	share of synthesized area, %
other	1.592
multiplexers	15.65
buffers and inverters	23.87
flip-flops	21.22
AND-OR/OR-AND	14.06
AND/OR/NAND/NOR	10.35
adder cells (fa/ha/maj)	13.26
-- cell usage after synthesis --
library cell,instances,area share [%]
dfrtn_1,4,21
a211oi_1,1,1.6
buf_4,11,18
mux2i_1,4,8.5
o21ai_1,6,6.4
ha_1,5,13
nand2b_1,3,4.0
a32oi_1,1,1.9
mux2_1,1,2.4
nand3_1,3,3.2
mux4_2,1,4.8
buf_2,3,3.2
inv_1,2,1.6
nand2_1,2,1.6
nor2_1,2,1.6
o31ai_1,1,1.6
o211ai_1,1,1.6
conb_1,2,1.6
a21oi_1,1,1.1
inv_2,2,1.6
